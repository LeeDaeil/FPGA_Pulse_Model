File: flow/run.sh
#!/bin/bash
# OpenROAD 26Q1-2900-gdf79404cd8, Yosys 0.63+post, stock flow scripts
make -C /OpenROAD-flow-scripts/flow DESIGN_CONFIG=/design/flow/config.mk WORK_HOME=/design/flow/orfs finish
File: flow/config.mk
export PLATFORM = sky130hd
export DESIGN_NAME = fp32_adder
export DESIGN_NICKNAME = fp32_adder
export VERILOG_FILES = /design/flow/design.v
export SDC_FILE = /design/flow/constraint.sdc
export NUM_CORES = 4
export LEC_CHECK = 1
export CORE_UTILIZATION = 30
File: flow/constraint.sdc
current_design fp32_adder

set clk_period 49.7
set clk_io_pct 0.2

create_clock -name clk0 -period $clk_period

set non_clock_inputs [all_inputs -no_clocks]
set_input_delay [expr $clk_period * $clk_io_pct] -clock clk0 $non_clock_inputs
set_output_delay [expr $clk_period * $clk_io_pct] -clock clk0 [all_outputs]
File: flow/design.v
module fp32_adder (
    input  [31:0] a,
    input  [31:0] b,
    output [31:0] result
);
    wire sign_a = a[31];
    wire sign_b = b[31];
    wire [7:0] exp_a = a[30:23];
    wire [7:0] exp_b = b[30:23];
    wire [23:0] mant_a = (exp_a == 0) ? {1'b0, a[22:0]} : {1'b1, a[22:0]};
    wire [23:0] mant_b = (exp_b == 0) ? {1'b0, b[22:0]} : {1'b1, b[22:0]};
    reg [7:0] exp_diff;
    reg [23:0] aligned_a, aligned_b;
    reg [7:0] exp_res;
    reg [24:0] mant_sum;
    reg sign_res;
    reg [22:0] frac_res;
    always @(*) begin
        if (exp_a > exp_b) begin
            exp_diff = exp_a - exp_b;
            aligned_a = mant_a;
            aligned_b = mant_b >> exp_diff;
            exp_res = exp_a;
            sign_res = sign_a;
        end else begin
            exp_diff = exp_b - exp_a;
            aligned_a = mant_a >> exp_diff;
            aligned_b = mant_b;
            exp_res = exp_b;
            sign_res = sign_b;
        end
        if (sign_a == sign_b) begin
            mant_sum = aligned_a + aligned_b;
            if (mant_sum[24]) begin
                mant_sum = mant_sum >> 1;
                exp_res = exp_res + 1;
            end
        end else begin
            mant_sum = 0;
        end
        frac_res = mant_sum[22:0];
    end
    assign result = {sign_res, exp_res, frac_res};
endmodule
==> changes_impl.md <==
### Metrics

* Global-route wire length before repair at 24,700 µm
* I/O pins at 96
* Core area at 0.0153 mm²
* Fin crit period at 28.19 ns
* Drt total wl at 15,200 µm
* Psw at 0.0673 mW
* Row count at 45
* Worst EP arrival at 18.25 ns
* Setup bufs post-CTS at 0
* GR peak layer: met2
* Part of the power in registers at 0%
* Detailed Routing Iterations Pass 1 at 5
* M3 GR Usage at 0.981%
* Sequential fraction of the synthesis area at 0%
* Gr usage total at 19.2%
* Die Height at 127 µm
* Vias in the first global route at 4,660
* Fa+ha+maj area frac at 11.9%
* MUX area fraction at 28.1%
* Rel. slew slack at 41.5%
* Cell Area, Synth at 0.00470 mm²
* Clock buf count at 0
* Chip area in the Yosys report at 0.00470 mm²
* Aoi share at 23.7%
* Max capacitance violation total at 0
* Starting DRT DRC Count at 250
* Routability congestion estimate at 0.962
* OpenROAD warnings at 39
* # DRC at 0
* Finish-stage setup viols at 0
* Yosys xor share at 5.91%
* Chip footprint at 0.0162 mm²
* Share of cells above drive strength 1 at 10.7%
* Critical Path Source: a[28]
* CP Class: input pin to output port
* Post-DRT Antenna Nets at 0
* Synth warn at 1
* Switching Fraction at 53.2%
* Setup ws final at 21.51 ns
* Drt via density at 5.47
* Power, Total at 0.126 mW
* RSZ-0062 raised after global routing: false
* Overflow after GRT at 0
* Crit path launch type: input pin
* Final Cell Area at 0.00578 mm²
* Leak at 2.30 nW
* Post-CTS Hold Buffers at 0
* Layout area overhead at 22.9%
* Initial antenna violation count at 0
* Syn Area/Cell at 7.47 µm²
* Worst vdd ir at 0.00955 mV
* Hold Vio Cnt, Final at 0
* ANT cells at 0
* CP Max Fanout at 42
* Post-CTS Resized at 0
* Area after DPL at 0.00578 mm²
* DP HPWL at 12,500 µm
* FP Core Util at 30.8%
* Pre-CTS setup slack at 21.51 ns
* WP data required at 39.76 ns
* Pin count of the biggest net entering global routing at 58
* Clock share of power at 0%
* Yosys cell count at 629
* HP Class: input pin to output port
* Worst Hold Launch: a[31]
* Peak Freq at 35.5 MHz
* Combinational Power Share at 100.0%
* Seq_cells at 0
* Post-Synthesis Cells at 629
* Sequential cell area at 0 µm²
* Worst-Margin Slew at 0.875 ns
* Post-DR wirelength/cell at 16.8 µm
* Basic Gates by Area at 23.8%
* IO buf count at 96
* Internal power at 0.0591 mW
* Final Cycle Share at 56.7%
* M1 GR Usage at 28.7%
* Count of final max-slew check failures at 0
* Status: finished, final reports clean
* CP Capture Type: output port
* Die x size at 127 µm
* Power per cell area at 21.9 mW/mm²
* Dominant kind of combinational cell: multiplexers
* DR vias at 4,941
* Met2 Use GR at 31.1%
* Fin Setup TNS at 0 ns
* Post-synthesis cell type count at 75
critical path, stage by stage:
cell and delay [ns]:
clkdlybuf4s50_1 0.57, inv_1 0.09, ha_1 0.50, nand4_1 0.28
a21oi_2 0.26, o32a_2 0.39, buf_4 0.38, buf_4 0.51
mux2_2 0.72, mux2i_1 0.30, nand2_1 0.14, nand3_1 0.15
o32a_1 0.25, a21oi_1 0.17, ha_1 0.21, inv_1 0.06
fa_1 0.40, nor2b_1 0.16, o31a_1 0.22, a41o_1 0.24
o211ai_1 0.17, o211ai_1 0.35, o2111ai_1 0.22, a21oi_1 0.70
mux2_2 0.41, clkdlybuf4s50_1 0.41
final cells by class:
class	count	area, µm²
Timing Repair Buffer	104	1020
Inverter	22	82.6
Tap cell	211	264
Multi-Input combinational cell	567	4410
Fill cell	1581	9480
kinds of logic after synthesis:
family / after synthesis
AOI/OAI and AO/OA: 167
xor gates and xnor gates: 30
adders and majority gates: 43
buffers and inverters: 62
muxes: 92
and+or+nand+nor: 235
synth_stat cells, types with 10 or more instances:
cell / count / area share (%)
inv_1: 21 / 1.7
nand2_1: 87 / 7.0
ha_1: 40 / 11
nand3_1: 22 / 2.3
o21ai_0: 33 / 3.5
nand4_1: 11 / 1.5
nand2b_1: 13 / 1.7
mux4_2: 29 / 14
clkbuf_1: 19 / 1.5
a21oi_1: 42 / 4.5
mux2_2: 18 / 4.3
o21ai_1: 12 / 1.3
mux2i_1: 44 / 9.4
nor2_1: 53 / 4.2
xnor2_1: 18 / 3.4
xor2_1: 10 / 1.9
layer usage:
metal  up-vias  share of wire (%)
met1      2291                 48
met2       149                 45
met5         -                  0
met3        17                4.6
li1       2484                  -
met4         0                2.4
power by group through the flow:
stage	registers, mW	logic, mW	clock network, mW
after global routing	0	0.139	0
final	0	0.126	0
after CTS	0	0.126	0
per-stage QoR:
step                utilization [%]  cells  hold slack, ns
floorplan                         -    629           20.01
global placement               37.9    904           20.94
detailed placement             37.9    904           20.94
CTS                            37.9    904           20.94
global route                   37.9    904           20.98
finish                         37.9    904           20.93
layout by cell type, fill, tap and decap left out, types with 13 or more instances in the layout:
| cell | count |
|---|---|
| mux2_2 | 18 |
| nand3_1 | 22 |
| nand2b_1 | 13 |
| xnor2_1 | 18 |
| nand2_1 | 87 |
| ha_1 | 40 |
| a21oi_1 | 42 |
| mux4_2 | 29 |
| clkdlybuf4s50_1 | 96 |
| nor2_1 | 53 |
| o21ai_0 | 33 |
| mux2i_1 | 44 |
| inv_1 | 21 |
path summary, 6_finish.rpt:
check,endpoint,slack (ns),cells after the start
setup / recovery,result[24],21.51,26
hold / removal,result[31],20.93,4
Power is estimated from default activity; no workload was simulated.
